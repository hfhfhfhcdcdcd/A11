<file path="design.v">
module send_byte (                           
input sys_clk         ,          
input rst_n           ,          
input [2:0] time_set  ,    
input [7:0] data      ,          
input send_go         ,          
output reg uart_tx    ,          
output reg tx_done  
    );
reg [31:0] cnt; 
reg [3:0] cnt2; 
reg [31:0] time_cnt;
reg send_en;
reg [7:0] r_data;
always@(*)
    if(!rst_n)
        time_cnt<=434;
    else
        case(time_set)  
            0:time_cnt<=10416;                  
            1:time_cnt<=5208;                   
            2:time_cnt<=434;                    
            default:time_cnt<=434;              
        endcase
always @(posedge sys_clk) begin
    if(!rst_n)
        r_data<=1'b1;
    else if (send_go)
        r_data<=data;
    else
        r_data<=r_data;
end
always @(posedge sys_clk or negedge rst_n) begin
    if(!rst_n)
        send_en<=32'd0;
    else if(send_go)
        send_en<=1;
    else if (tx_done)
        send_en<=0;
    else
        send_en<=send_en;
end
always@(posedge sys_clk or negedge rst_n)
    if(!rst_n)
        cnt<=32'd0;
    else if(send_en)
        if(cnt==time_cnt-1)
            cnt<=32'd0;
        else
            cnt<=cnt+1;
    else 
        cnt<=32'd0;     
always@(posedge sys_clk or negedge rst_n)
    if(!rst_n)
        cnt2<=4'd0; 
    else if(send_en)begin
        if((cnt2>=0)&&(cnt2<9))begin
            if(cnt==time_cnt-1)
                cnt2<=cnt2+1;
            else  
                cnt2<=cnt2;
        end
        else if(cnt2==10)
            cnt2<=0; 
        else  
                cnt2<=cnt2;
    end
    else  
        cnt2<=4'd0;
always@(posedge sys_clk or negedge rst_n)
    if(!rst_n)
        uart_tx<=0;
    else if(send_en)
        case(cnt2)
            0: begin uart_tx<=0;  end                        
            1:  uart_tx<=r_data[0] ;                  
            2:  uart_tx<=r_data[1] ;                  
            3:  uart_tx<=r_data[2] ;                  
            4:  uart_tx<=r_data[3] ;                  
            5:  uart_tx<=r_data[4] ;                  
            6:  uart_tx<=r_data[5] ;                  
            7:  uart_tx<=r_data[6] ;                  
            8:  uart_tx<=r_data[7] ;                  
            9:  uart_tx<=1 ;       
            default:uart_tx<=1;    
        endcase
    else 
        uart_tx<=uart_tx;                                          
always@(posedge sys_clk or negedge rst_n)
    if(!rst_n)
        tx_done<=0;
    else if(cnt2==9 && cnt == time_cnt-1)                                    
            tx_done<=1;     
    else if(send_en)
            tx_done<=0;                
    else
            tx_done<=0;
endmodule          
module state(
input sys_clk,
input rst_n,
input Trans_go, 
input [39:0]Data,
output uart_tx,
output reg all_done
);
wire tx_done;
reg [39:0]Data1;
reg [2:0]Data_cnt;  
reg send_go;
reg [7:0]data;
parameter max = 5;
send_byte serial_module(                           
        .sys_clk     (sys_clk  )    ,          
        .rst_n       (rst_n    )    ,          
        .time_set    (2 )           ,         
        .data        (data     )    ,          
        .send_go     (send_go  )    ,          
        .uart_tx     (uart_tx  )    ,          
        .tx_done     (tx_done  )
    );
always @(posedge sys_clk or negedge rst_n) begin
    if (!rst_n) begin
        Data_cnt <= 0;
    end
    else if (send_go) begin
        Data_cnt<=Data_cnt+1;
    end
    else if ((Data_cnt==max)&&(tx_done)) 
        Data_cnt<=0;    
    else
        Data_cnt<=Data_cnt;
end
always @(posedge sys_clk or negedge rst_n) begin
    if (!rst_n) begin
        Data1 <= Data;
    end
    else if(tx_done)begin
        Data1<={Data1[7:0],Data1[39:8]};
    end
    else 
        Data1<=Data1;
end
always @(posedge sys_clk or negedge rst_n) begin
    if (!rst_n) begin
        data <= 7'd0;
    end
    else if(send_go)begin  
        data<=Data1[7:0];
    end
    else if(all_done)begin 
        data<=7'd0;
    end
    else
        data<=data;
end
always @(posedge sys_clk or negedge rst_n) begin
    if (!rst_n) begin
        send_go<=1;
    end
    else if(Trans_go) begin 
        if((Data_cnt<max)&&(tx_done))begin
            send_go<=1;
        end
        else
            send_go<=0;
    end
    else 
        send_go<=0; 
end
always @(posedge sys_clk or negedge rst_n) begin
    if (!rst_n) begin
        all_done<=0;
    end
    else if((Data_cnt==max)&&(tx_done))begin
        all_done<=1;
    end
    else
        all_done<=all_done;
end
endmodule
module top (
    input sys_clk,
    input rst_n,
    output uart_tx
);
reg Trans_go;
reg [39:0]Data;
wire all_done;
state state1(
.sys_clk  (sys_clk ),
.rst_n    (rst_n   ),
.Trans_go (Trans_go),
.Data     (Data    ),
.uart_tx  (uart_tx ),
.all_done (all_done)
);
always @(posedge sys_clk or negedge rst_n) begin
    if (!rst_n) begin
        Trans_go <= 0;
    end
    else begin 
        if (all_done) begin 
            Trans_go <= 0;
        end
        else begin
            Trans_go <= 1;
        end
    end
end
always @(posedge sys_clk or negedge rst_n) begin
    if (!rst_n) begin
        Data <= 40'h10_08_04_02_01; 
    end
    else begin
        Data <= Data;
    end
end
endmodule
</file>
<file path="run.sh">
#!/bin/bash
# OpenROAD 26Q1-2900-gdf79404cd8, Yosys 0.63+post, stock flow scripts
make -C /OpenROAD-flow-scripts/flow DESIGN_CONFIG=/design/flow/config.mk WORK_HOME=/design/flow/orfs finish
</file>
<file path="config.mk">
export PLATFORM = sky130hd
export DESIGN_NAME = top
export DESIGN_NICKNAME = top
export VERILOG_FILES = /design/flow/design.v
export SDC_FILE = /design/flow/constraint.sdc
export NUM_CORES = 4
export LEC_CHECK = 1
export CORE_UTILIZATION = 30
</file>
<file path="constraint.sdc">
current_design top

set clk_period 4.3
set clk_io_pct 0.2

create_clock -name clk0 -period $clk_period [get_ports {sys_clk}]

set non_clock_inputs [all_inputs -no_clocks]
set_input_delay [expr $clk_period * $clk_io_pct] -clock clk0 $non_clock_inputs
set_output_delay [expr $clk_period * $clk_io_pct] -clock clk0 [all_outputs]
</file>
==> impl_metrics.yaml <==
# flow metrics
outcome:
  outcome: "completed"
placed_design:
  port_buffers: 2
  gp_congestion: 0.889
  hpwl_um: 5020
power:
  p_leak_nw: 2.04
  ir_worst_vdd_uv: 246
  p_per_area_nw_per_um2: 369
final_timing:
  hold_viol_final: 0
  fmax_ghz: 0.449
  hold_slack_ps: 484
  finalCritPeriodShare: 0.518
  grt_setup_unrepaired: "false"
  fin_skew_ps: 6.54
  finalSetupViolations: 0
  fin_crit_ps: 2230
  slew_violations: 0
  tns_ps: 0
  max_slew_margin: 0.492
  worst_slew_pin_slew_ps: 763
drt:
  via_per_inst: 5.10
  dr.pass1.iters: 4
  ant_nets: 0
  diodes: 0
  drc: 0
  finalWirelength_um: 7910
  drtIter0Drc: 156
  wl_per_cell_um: 13.5
  num_vias: 2988
critical_path:
  crit_type: "register to register"
  path_max_fanout: 19
  crit_required_ps: 4560
  worstSetupStartpointType: "register"
  cp.arrival_ps: 2490
  r2r_start: "state1.serial_module.cnt[15]"
  crit_start: "state1.serial_module.cnt[15]"
  end_kind: "register"
logic_synthesis:
  ys_sh_adder: 0.0218
  yosysSeqAreaShare: 0.544
  netlist_area_um2: 4590
  synth.avg_cell_area_um2: 11.4
  ys_sh_mux: 0.127
  aoi_share: 0.0764
  yosysChipArea_um2: 4590
  synth_top_area_share: 0.475
  xor_share: 0.0267
  syn_inst: 402
  synth_flops: 101
  synthTopCellsByArea: "dfrtp_1 47%, mux2_2 9.8%, dfxtp_1 3.5%"
  ys_sh_simple: 0.167
  edf_count: 0
  top_cell: "dfrtp_1"
  top_area_cell: "dfrtp_1"
  ys_async_sr_fraction: 0.921
  synth-warning-count: 5
  ff_type: "dfrtp_1"
  synthTopCellsByCount: "87 x dfrtp_1, 40 x mux2_2, 28 x nand2_1"
  ys_top_logic_family: "simple AND/OR/NAND/NOR gates"
  synth_cell_type_count: 45
  yosys_cells: 402
floorplanning:
  rows: 44
  die_w_um: 126
  initial_core_util: 0.311
  die-area_um2: 15800
  io_pins: 3
  die_height_um: 126
  core_um2: 14800
global_routing:
  grt_pass1_vias: 2938
  grt.overflow.total: 0
  grt_pass1_wl_um: 14100
  antenna_found_initial: 0
  track_usage: 0.110
  grt_max_degree: 64
cells_and_area:
  drive_gt1_frac: 0.179
  nFillCells: 1428
  area_delta_synth_final_pct: 10.5
worst_hold_path:
  hp-class: "register to register"
  hp-start: "Trans_go"
clocking:
  cts_resized: 0
  cts_root_buffer: "clkbuf_16"
  htree_levels: 3
  clock_path_buffers: 2
  post_cts_buffers: 0
  hold_buffers: 0
  cts.clk_slew.worst_paths_ps: 70
  cts.sinks: 101
  cts_made_buffers: 9
  cts_tree: "yes"
  insertion_delay_ps: 340
job:
  maxCapViolations: 0
  warnings: 30
[cells by family after synthesis]
| kind of cell | Yosys count |
|---|---|
| AND-OR/OR-AND | 57 |
| XOR/XNOR | 14 |
| flip-flops | 101 |
| adder cells (fa/ha/maj) | 8 |
| buffers and inverters | 32 |
| multiplexers | 53 |
| AND/OR/NAND/NOR | 137 |
[metal layers]
layer,wire length (µm),global-route usage,part of all wire,vias to the layer above
met5,0,0,0,-
met1,3890,0.168,0.49,1491
li1,-,-,-,1444
met2,3580,0.168,0.45,41
met3,293,0.0221,0.037,12
met4,150,0.0194,0.019,0
[stage by stage]
stage	worst slack [ps]	util	total power, mW	instances	area [µm²]
final	2070	0.344	1.87	586	5070
after CTS	2090	0.344	1.90	586	5070
after floorplan	2360	-	0.968	402	4590
after global routing	1920	0.344	1.93	586	5070
after global placement	2170	0.321	0.988	570	4730
after detailed placement	2100	0.321	0.988	570	4730
[registers in the layout (all words and copies together) (netlist names)]
register / count
state1.Data1: 40
state1.serial_module.cnt: 32
state1.data: 8
state1.serial_module.r_data: 8
state1.serial_module.cnt2: 4
state1.Data_cnt: 3
Trans_go: 1
state1.all_done: 1
state1.send_go: 1
state1.serial_module.send_en: 1
state1.serial_module.tx_done: 1
state1.serial_module.uart_tx: 1
[critical path: stages, from the launching register on]
cell	delay, ps
dfrtp_1	450
nand4_1	210
or4_1	730
or4_1	600
a21oi_1	150
[layout by cell type (no fill, tap or decap), drive strengths merged, types with 3 or more instances in the layout]
master	synthesis	final
xor2	12	12
nand2	29	29
o31ai	13	13
nor2b	7	7
nand4	13	13
ha	8	8
or3	3	3
nand3	18	18
dfxtp	8	8
nor2	17	17
dfrtp	87	87
a21oi	19	19
or4	14	14
clkbuf	12	9
nor3	4	4
dfstp	6	6
nand2b	9	9
and4	5	5
buf	10	5
inv	10	15
mux2i	13	13
and3	5	5
o21ai	15	15
mux2	40	40
nor4	7	7
[area by class of cell]
| cell class | count | area, µm² | area share |
|---|---|---|---|
| multi-input cells | 269 | 1920 | 0.379 |
| inverters | 10 | 37.5 | 0.00741 |
| clock buffers | 9 | 225 | 0.0444 |
| clock inverters | 7 | 111 | 0.0220 |
| repair buffers | 6 | 47.5 | 0.00938 |
| well taps | 184 | 230 | 0.0454 |
| flip-flops and latches | 101 | 2490 | 0.492 |
[power by group]
part | internal (mW) | switching, mW
Combinational | 0.00261 | 0.0173
Clock | 0.527 | 0.377
Sequential | 0.948 | 0.000000000000000166
[worst paths after layout]
path / to / slack (ps) / cells after the start
setup / recovery: state1.serial_module.cnt[31] / 2070 / 4
hold / removal: state1.send_go / 480 / 1
setup reg to reg: state1.serial_module.cnt[31] / 2070 / 4
hold reg to reg: state1.send_go / 480 / 1
max in group asynchronous: state1.Data1[9] / 2900 / 2
min in group asynchronous: state1.serial_module.cnt[17] / 590 / 1
No activity file was given, so power comes from the tool's default toggle rates.
